`design.v`:
```
module LedBlinker (
	i_clk,
	i_reset,
	i_switch_1,
	i_switch_2,
	o_led
);
input i_clk, i_reset, i_switch_1, i_switch_2;
output o_led;
parameter c_CLK_COUNT_1HZ = 50000000;
parameter c_CLK_COUNT_10HZ = 5000000;
parameter c_CLK_COUNT_50HZ = 1000000;
parameter c_CLK_COUNT_100HZ = 500000;
reg [31:0] r_CLK_COUNT_1HZ = 0;
reg [31:0] r_CLK_COUNT_10HZ = 0;
reg [31:0] r_CLK_COUNT_50HZ = 0;
reg [31:0] r_CLK_COUNT_100HZ = 0;
reg r_1HZ_toggle = 1'b0;
reg r_10HZ_toggle = 1'b0;
reg r_50HZ_toggle = 1'b0;
reg r_100HZ_toggle = 1'b0;
reg r_en = 1'b0;
reg r_led_select = 1'b1;
assign o_led = r_led_select;
always @(posedge i_clk) begin
	r_1HZ_toggle <= 1'b0;
	r_CLK_COUNT_1HZ <= r_CLK_COUNT_1HZ + 1'd1;
	if (r_CLK_COUNT_1HZ  == (c_CLK_COUNT_1HZ - 1)) begin
		r_1HZ_toggle <= 1'b1;
		r_CLK_COUNT_1HZ <= 0;
	end
end
always @(posedge i_clk) begin
	r_10HZ_toggle <= 1'b0;
	r_CLK_COUNT_10HZ <=  r_CLK_COUNT_10HZ + 1'd1;
	if (r_CLK_COUNT_10HZ  == (c_CLK_COUNT_10HZ - 1)) begin
		r_10HZ_toggle <= 1'b1;
		r_CLK_COUNT_10HZ <= 0;
	end
end
always @(posedge i_clk) begin
	r_50HZ_toggle <= 1'b0;
	r_CLK_COUNT_50HZ <=  r_CLK_COUNT_50HZ + 1'd1;
	if (r_CLK_COUNT_50HZ  == (c_CLK_COUNT_50HZ - 1)) begin
		r_50HZ_toggle <= 1'b1;
		r_CLK_COUNT_50HZ <= 0;
	end
end
always @(posedge i_clk) begin
	r_100HZ_toggle <= 1'b0;
	r_CLK_COUNT_100HZ <=  r_CLK_COUNT_100HZ + 1'd1;
	if (r_CLK_COUNT_100HZ  == (c_CLK_COUNT_100HZ - 1)) begin
		r_100HZ_toggle <= 1'b1;
		r_CLK_COUNT_100HZ <= 0;
	end
end
always @(posedge i_clk) begin
	case ({i_switch_1, i_switch_2})  
		2'b01 	: r_en <= r_10HZ_toggle;
		2'b10	   : r_en <= r_50HZ_toggle;
		2'b11		: r_en <= r_100HZ_toggle;
		default  : r_en <= r_1HZ_toggle;
	endcase
	if (!i_reset) begin
		if (r_en) begin
			r_led_select <= !r_led_select;
		end
	else if (i_reset) begin
		r_led_select <= 0;
	end
end
end
endmodule
```
`run.sh`:
```
#!/bin/bash
# OpenROAD 26Q1-2900-gdf79404cd8, Yosys 0.63+post, stock flow scripts
make -C /OpenROAD-flow-scripts/flow DESIGN_CONFIG=/design/flow/config.mk WORK_HOME=/design/flow/orfs finish
```
`config.mk`:
```
export PLATFORM = sky130hd
export DESIGN_NAME = LedBlinker
export DESIGN_NICKNAME = LedBlinker
export VERILOG_FILES = /design/flow/design.v
export SDC_FILE = /design/flow/constraint.sdc
export NUM_CORES = 4
export LEC_CHECK = 1
export CORE_UTILIZATION = 30
```
`constraint.sdc`:
```
current_design LedBlinker

set clk_period 5.4
set clk_io_pct 0.2

create_clock -name clk0 -period $clk_period [get_ports {i_clk}]

set non_clock_inputs [all_inputs -no_clocks]
set_input_delay [expr $clk_period * $clk_io_pct] -clock clk0 $non_clock_inputs
set_output_delay [expr $clk_period * $clk_io_pct] -clock clk0 [all_outputs]
```
==> ci_impl_report.md <==
### Yosys + OpenROAD results

| Metric | Value |
|---|---|
| Non-filler cells, final | 907 |
| Number of global-route vias before repair | 4109 |
| Post-Syn Area | around 0.0058 mm² |
| Rel. slew slack | approximately two fifths |
| Routed wire length | ~11000 µm |
| CP endpoint kind | primary output |
| Hold Violations, Final | 0 |
| Syn-to-layout area delta | 16.45% |
| CTS tree | done |
| Cell type with the largest total area | dfxtp_1 |
| Buffers added on ports | 4 |
| CP startpoint kind | register |
| Vias per cell | approximately 4.9 |
| Worst-path cell chain | clkdlybuf4s50_1 |
| Detailed Place HPWL | 7354 µm |
| Chip area | between 0.015 and 0.02 mm² |
| # IOs | 5 |
| CP bufs+invs | 1 |
| DR vias | between 4000 and 5000 |
| Mapped Cells | 621 |
| Synthesized registers | around 130 |
| Clock sinks | about 130 |
| # DRC | 0 |
| Router iterations before antenna repair | 4 |
| Fmax | roughly 0.43 GHz |
| Cts hold-fix bufs | 0 |
| RSZ-0062 raised after global routing | false |
| Hold Path Class | register to register |
| Max IR drop VDD | 0.1981 mV |
| Commonest flop | dfxtp_1 |
| CP max stage delay | slightly above 0.5 ns |
| Status | completed |
| Grt ovf | 0 |
| Synth warnings | 1 |
| First-pass GRT wire length | approximately 19000 µm |
| Post-CTS setup buffer count | 0 |
| Top post-synthesis cells by count | 133 x dfxtp_1, 53 x xnor2_1, 49 x nand4_1 |
| Post-DR wirelength/cell | 12.12 µm |
| Max-slew violations | 0 |
| Initial drt markers | 216 |
| Std-Cell Rows | 50 |
| Late-Pin Clk Latency | 0.41 ns |
| Clock Pin Slew Worst Setup and Hold Paths | around 0.050 ns |
| Antenna Cells | 0 |
| Crit path max-delay family | buffers and inverters |
| Setup violations, final | 0 |
| Cell with the most instances after synthesis | dfxtp_1 |
| Die Height | around 140 µm |
| Share of layout cells above drive strength 1 | under 10% |
| Largest net degree at the start of global routing | 17 |
| Post-route ant nets | 0 |
| CTS max path bufs | 2 |
| Pre-Place Util | a little under a third |
| Worst slew pin tran | about 0.89 ns |
| Critical Path RT | between 4 and 5 ns |
| Pwr Density | between 300 and 400 mW/mm² |
| Clock root cell | clkbuf_16 |
| Syn avg cell area | ~9.3 µm² |
| Clock skew | 0.007309 ns |
| Biggest area cells | dfxtp_1 46%, xnor2_1 8.0%, xor2_1 6.2% |
| Placed insts | ~900 |
| Cts repair resizes | 0 |
| Setup WS pre-CTS | ~3.2 ns |
| P_leak | ~2.5 nW |
| Seq share, synth | between 40% and 50% |
| Post-synth EDFFs | 1 |
| Async S/R FF share, synth | 0% |
| Num CTS Buffers | 17 |
| Max Cap Viol | 0 |
| Pwr Total | 0.002135 W |
| Initial antenna violation count | 0 |
| # fillers | about 1900 |
| Critical path class | register to primary output |
| Area leader share | a little under half |
| Post-layout util | ~36% |
| Worst Slack Setup Final | approximately 3 ns |
| RD Place Congestion | 0.8198 |
| Final min period | around 2.3 ns |
| Final Cycle Share | 43.28% |
| CTS H-Tree Depth | 4 |
| Cell variety after synth | ~43 |
| Worst-path maximum fanout | 2 |
| Slowest-stage cell, CP | clkdlybuf4s50_1 |
| Tool warnings | 25 |
| GRT Overall Usage | between 10% and 20% |
| Total core area | 0.01883 mm² |
| YS chip area | approximately 0.0058 mm² |
| Critical Path AT | about 1.3 ns |
| Final setup TNS | 0 ns |
| Die x size | 140.9 µm |
| Ys cells | 621 |
==> where the power goes <==
part | leakage [nW] | switching (W) | internal [W]
Sequential | 1.08 | 0 | 0.000990
Combinational | 1.10 | 0.000000589 | 0.00000216
Clock | 0.295 | 0.000402 | 0.000740
Total | 2.48 | 0.000403 | 0.00173
==> cell type report <==
class	instances	area (µm²)	area share (%)
Clock inverter	7	92.59	1.373
Inverter	14	52.55	0.7795
Sequential cell	134	2693	39.94
Clock buffer	24	503.0	7.461
Tap cell	260	325.3	4.826
Multi-Input combinational cell	458	2990	44.36
Timing Repair Buffer	10	85.08	1.262
==> state kept, by name, indices dropped and copies added (netlist names) <==
signal / flops
r_100HZ_toggle: 1
r_10HZ_toggle: 1
r_1HZ_toggle: 1
r_50HZ_toggle: 1
r_CLK_COUNT_100HZ: 32
r_CLK_COUNT_10HZ: 32
r_CLK_COUNT_1HZ: 32
r_CLK_COUNT_50HZ: 32
r_en: 1
r_led_select: 1
==> logic make-up after synthesis <==
family | after synthesis | share of synthesized area, %
AOI/OAI and AO/OA | 54 | 5.533
and+or+nand+nor | 305 | 30.56
xor gates and xnor gates | 94 | 14.22
adders and majority gates | 4 | 0.8645
buffers and inverters | 29 | 1.924
DFF | 134 | 46.51
muxes | 1 | 0.3890
==> path summary, 6_finish.rpt <==
| path | from | cells past startpoint | end | slack (ns) |
|---|---|---|---|---|
| worst max register to register | r_CLK_COUNT_1HZ[2] | 4 | r_CLK_COUNT_1HZ[27] | 3.23 |
| worst min-delay path | r_CLK_COUNT_1HZ[0] | 1 | r_CLK_COUNT_1HZ[0] | 0.45 |
| worst min register to register | r_CLK_COUNT_1HZ[0] | 1 | r_CLK_COUNT_1HZ[0] | 0.45 |
| worst max-delay path | r_led_select | 1 | o_led | 3.06 |
==> per-layer routing <==
layer,GRT usage [%],routed length [µm],vias to the layer above
li1,-,-,2335
met1,18.09,5722,2061
met2,17.99,4719,70
met3,2.318,370,11
met4,1.659,180,0
met5,0,0,-
==> per-stage QoR <==
step / instance area, µm² / hold WS, ns
2_1_floorplan: 5789 / 0.4176
3_3_place_gp: 6146 / 0.4379
3_5_place_dp: 6146 / 0.4407
4_1_cts: 6741 / 0.4478
5_1_grt: 6741 / 0.4647
6_report: 6741 / 0.4475
==> placed cells by master, fill, tap and decap left out, types with 13 or more instances in the layout <==
master / netlist / final
xnor2_1: 53 / 53
clkbuf_16: 0 / 18
and4_1: 20 / 20
nand2_1: 42 / 42
dfxtp_1: 133 / 133
nand3_1: 39 / 39
nor2_1: 35 / 35
a21oi_1: 18 / 18
nor3_1: 17 / 16
nand4_1: 49 / 49
or3_1: 13 / 13
xor2_1: 41 / 41
and3_1: 21 / 21
nor4_1: 33 / 33
o21ai_0: 18 / 18
inv_1: 14 / 14
==> worst reg2reg max path, stage by stage, from the launching register on <==
cell     delay [ns]
dfxtp_1        0.40
nand3_1        0.21
or3_1          0.61
or4b_2         0.69
xnor2_1        0.15
Power is estimated from default activity; no workload was simulated.
