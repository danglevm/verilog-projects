==> /design/flow/design.v <==
module ALU (
	input i_CLK,
	input [9:0] i_SWITCHES,
	output [6:0] o_HEX_0,
	output [6:0] o_HEX_1,
	output reg [9:0] o_LEDS
);
SEVEN_SEGMENT SEG_0 (
.i_DATA_IN (i_SWITCHES[3:0]),
.o_DATA_OUT(o_HEX_0)
);
SEVEN_SEGMENT SEG_1 (
.i_DATA_IN	(i_SWITCHES[7:4]),
.o_DATA_OUT (o_HEX_1)
);
endmodule
module SEVEN_SEGMENT (
	i_DATA_IN,
	o_DATA_OUT
);
input [3:0] i_DATA_IN;
output [6:0] o_DATA_OUT;
reg [6:0] o_DATA_OUT;
always @ (i_DATA_IN) begin
	case (i_DATA_IN)
		4'b0000	: o_DATA_OUT = 7'b0111111;  
		4'b0001	: o_DATA_OUT = 7'b0000110;  
		4'b0010	: o_DATA_OUT = 7'b1011011;  
		4'b0011	: o_DATA_OUT = 7'b1001111;  
		4'b0100	: o_DATA_OUT = 7'b1100110;  
		4'b0101	: o_DATA_OUT = 7'b1101101;  
		4'b0110	: o_DATA_OUT = 7'b1111101;  
		4'b0111	: o_DATA_OUT = 7'b0000111;  
		4'b1000	: o_DATA_OUT = 7'b1111111;  
		4'b1001	: o_DATA_OUT = 7'b1101111;  
		4'b1010	: o_DATA_OUT = 7'b1110111;  
		4'b1011	: o_DATA_OUT = 7'b1111100;  
		4'b1100	: o_DATA_OUT = 7'b1011000;  
		4'b1101	: o_DATA_OUT = 7'b1011110;  
		4'b1110	: o_DATA_OUT = 7'b1111001;  
		4'b1111	: o_DATA_OUT = 7'b1110001;  
		default  : o_DATA_OUT = 7'b0000000;  
	endcase
end
endmodule
==> /design/flow/run.sh <==
#!/bin/bash
# OpenROAD 26Q1-2900-gdf79404cd8, Yosys 0.63+post, stock flow scripts
make -C /OpenROAD-flow-scripts/flow DESIGN_CONFIG=/design/flow/config.mk WORK_HOME=/design/flow/orfs finish
==> /design/flow/config.mk <==
export PLATFORM = sky130hd
export DESIGN_NAME = ALU
export DESIGN_NICKNAME = ALU
export VERILOG_FILES = /design/flow/design.v
export SDC_FILE = /design/flow/constraint.sdc
export NUM_CORES = 4
export LEC_CHECK = 1
export CORE_AREA = 10 10 70 70
export DIE_AREA = 0 0 80 80
==> /design/flow/constraint.sdc <==
current_design ALU

set clk_period 1.4
set clk_io_pct 0.2

create_clock -name clk0 -period $clk_period

set non_clock_inputs [all_inputs -no_clocks]
set_input_delay [expr $clk_period * $clk_io_pct] -clock clk0 $non_clock_inputs
set_output_delay [expr $clk_period * $clk_io_pct] -clock clk0 [all_outputs]
==> CHANGELOG.md <==
### Physical design

* # DRC at 0
* Pin count of the biggest net entering global routing at 10
* Global placer's final weighted congestion at 0.821
* Startpoint Class: input port
* Chip height at 80 microns
* Power Density at 265 nW/um^2
* Cell area after synthesis at 573 sq um
* Hold/Removal Path Class: in2out
* Crit path capture type: output port
* Die Width at 80 microns
* DRT iter0 DRCs at 20
* Hold buffers post-CTS at 0
* Run status: finished, violations left
* Flop area at 0 sq um
* Std cell rows at 21
* Post-synth seq share at 0
* Vias at 687
* Distinct lib cells at 24
* Finished Core Util at 0.371
* Leak at 0.553 nW
* Global-route wire length before repair at 3480 microns
* Layout fillers at 315
* Area Overhead vs Synth at 121%
* Overall Global Routing Usage at 0.0624
* # Cells Yosys at 81
* Ant diodes at 0
* Crit-path max FO at 3
* Syn_area_per_cell at 7.07 sq um
* Max-Cap Viols at 0
* Port Buffer Count at 22
* OpenROAD warning count at 49
* Drt via density at 3.95
* Req. time, crit path at 1.12 ns
* Core area at 3420 sq um
* VDD IR max at 0.133 mV
* Endpoints failing hold at 0
* Post-Syn Instances at 81
* Drt first pass iters at 4
* Layout clock buffer count at 0
* Drt total wl at 2070 microns
* Number of global-route vias before repair at 737
* DIE AREA at 6400 sq um
* Seq cells at 0
* IO Pins at 35
* Global route overflow at 0
* Syn. warnings at 11
* Synthesis area per yosys at 573 sq um
* Setup Viol. Count Final at 7
* Final Power at 0.336 mW
* Dpl hpwl at 1410 microns
* Min Tclk post-route at 1.57 ns
* Arrival time at the worst endpoint at 1.29 ns
* Initial antenna violation count at 0
* ANT nets after route at 0
* Fin. max-slew vios at 0
* Worst Slack Setup Final at -0.167 ns
* RSZ-0062 raised after global routing: yes
* WL per Instance at 11.9 microns
* Tcrit/Tclk final at 1.12
* Max frequency at 638 MHz
* Final hold slack at 0.992 ns
* Initial core utilization at 0.168
* Fraction of layout cells with a size suffix above 1 at 0.703
* Failing checks: setup timing
* Setup CP Type: in2out
cells in the mapped netlist:
master / count / area (sq um)
a211oi_1: 1 / 7.51
a21oi_1: 8 / 40.0
a22oi_1: 2 / 15.0
a31oi_1: 3 / 18.8
buf_2: 1 / 5.00
buf_4: 11 / 82.6
clkbuf_2: 1 / 5.00
conb_1: 1 / 3.75
ha_1: 14 / 175
inv_1: 8 / 30.0
inv_2: 1 / 3.75
mux2_2: 1 / 11.3
mux4_2: 1 / 22.5
nand2_1: 6 / 22.5
nand2b_1: 4 / 25.0
nand2b_2: 1 / 8.76
nor2_1: 4 / 15.0
nor2b_1: 2 / 12.5
nor3_1: 3 / 15.0
o211a_1: 1 / 10.0
o21ai_0: 4 / 20.0
o21bai_1: 1 / 7.51
o32a_1: 1 / 10.0
or2_1: 1 / 6.26
what timing repair did:
| item | in CTS | in global routing |
|---|---|---|
| pin swaps | 18 | 9 |
| hold endpoints to repair | 0 | 0 |
| setup buffers | 8 | 1 |
| resized | 131 | 20 |
| cloned | 0 | 0 |
| endpoints found under the setup margin | 14 | 13 |
cells in the final DEF (no fill, tap or decap), types with 4 or more instances in the layout:
cell type  netlist  layout
a21oi_1          8       5
buf_2            1      11
buf_4           11      18
buf_6            0      11
conb_1           1      10
ha_4             0      12
inv_2            1       5
nand2_1          6       4
nor2_1           4       4
final cells by class:
| class | instances | area [sq um] | share of cell area |
|---|---|---|---|
| multi-input combinational | 68 | 712 | 0.562 |
| tap | 46 | 57.6 | 0.0454 |
| timing repair buffer | 51 | 442 | 0.348 |
| inverter | 9 | 56.3 | 0.0444 |
per-layer routing:
layer	track usage	part of all wire	vias up
li1	-	-	352
met1	0.0926	0.51	319
met2	0.101	0.46	16
met3	0.00455	0.029	0
met4	0	0	0
met5	0	0	-
cell families after synthesis:
kind of cell,synth area share
buf+inv,0.221
compound gates,0.225
simple gates,0.183
fa+ha+maj,0.306
mux,0.0589
other cells,0.00654
critical path, cell delays in order:
cell	delay, ns
buf_8	0.10
buf_6	0.13
ha_4	0.16
mux4_2	0.47
inv_2	0.06
buf_2	0.09
metrics by stage:
step	cells	setup TNS [ns]	instance area, sq um	setup WS, ns
5_1_grt	174	-0.774	1270	-0.195
3_5_place_dp	166	-11.66	950	-1.01
6_report	174	-0.460	1270	-0.167
2_1_floorplan	90	0	607	0.00554
3_3_place_gp	166	-11.54	950	-0.985
4_1_cts	173	-0.428	1210	-0.141
final timing paths:
check | startpoint | endpoint | depth (start not counted)
worst max-delay path | i_SWITCHES[4] | o_HEX_1[3] | 6
worst min-delay path | i_SWITCHES[3] | o_HEX_0[5] | 4
report_power, final:
part | internal (mW) | switching (mW) | leakage, nW | total, mW
combinational | 0.190 | 0.146 | 0.553 | 0.336
clock | 0 | 0 | 0 | 0
sequential | 0 | 0 | 0 | 0
Power and IR drop assume default switching activity.
